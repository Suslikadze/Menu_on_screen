--- flow/run.sh ---
#!/bin/bash
# OpenROAD 26Q1-2900-gdf79404cd8, Yosys 0.63+post, stock flow scripts
make -C /OpenROAD-flow-scripts/flow DESIGN_CONFIG=/design/flow/config.mk WORK_HOME=/design/flow/orfs finish
--- flow/config.mk ---
export PLATFORM = sky130hd
export DESIGN_NAME = value_ROM
export DESIGN_NICKNAME = value_ROM
export VERILOG_FILES = /design/flow/design.v
export SDC_FILE = /design/flow/constraint.sdc
export NUM_CORES = 4
export LEC_CHECK = 1
export CORE_AREA = 10 10 113 113
export DIE_AREA = 0 0 123 123
--- flow/constraint.sdc ---
current_design value_ROM

set clk_period 7.4
set clk_io_pct 0.2

create_clock -name clk0 -period $clk_period [get_ports {newframe}]

set non_clock_inputs [all_inputs -no_clocks]
set_input_delay [expr $clk_period * $clk_io_pct] -clock clk0 $non_clock_inputs
set_output_delay [expr $clk_period * $clk_io_pct] -clock clk0 [all_outputs]
--- flow/design.v ---
`timescale 1ns / 1ps
module value_ROM(
    input [9:0] some_value, 
    input en,
    input newframe,
    output [7:0] exit_value
);
reg [3:0] units;
reg [3:0] dozens;
reg [3:0] hundreds;
reg [11:0] value;
assign exit_value = value;
always @(posedge newframe) begin
    units <= some_value % 10;
    dozens <= (some_value / 10) % 10;
    hundreds <= some_value / 100;
    case(units)
        4'd0: value[3:0] = 4'd0;
        4'd1: value[3:0] = 4'd1;
        4'd2: value[3:0] = 4'd2;
        4'd3: value[3:0] = 4'd3;
        4'd4: value[3:0] = 4'd4;
        4'd5: value[3:0] = 4'd5;
        4'd6: value[3:0] = 4'd6;
        4'd7: value[3:0] = 4'd7;
        4'd8: value[3:0] = 4'd8;
        4'd9: value[3:0] = 4'd9;
    endcase
    case(dozens)
        4'd0: value[7:4] = 4'd0;
        4'd1: value[7:4] = 4'd1;
        4'd2: value[7:4] = 4'd2;
        4'd3: value[7:4] = 4'd3;
        4'd4: value[7:4] = 4'd4;
        4'd5: value[7:4] = 4'd5;
        4'd6: value[7:4] = 4'd6;
        4'd7: value[7:4] = 4'd7;
        4'd7: value[7:4] = 4'd7;
        4'd8: value[7:4] = 4'd8;
        4'd9: value[7:4] = 4'd9;
    endcase
    case(hundreds)
        4'd0: value[11:8] = 4'd0;
        4'd1: value[11:8] = 4'd1;
        4'd2: value[11:8] = 4'd2;
        4'd3: value[11:8] = 4'd3;
        4'd4: value[11:8] = 4'd4;
        4'd5: value[11:8] = 4'd5;
        4'd6: value[11:8] = 4'd6;
        4'd7: value[11:8] = 4'd7;
        4'd7: value[11:8] = 4'd7;
        4'd8: value[11:8] = 4'd8;
        4'd9: value[11:8] = 4'd9;
    endcase
end
endmodule
==> impl_metrics.env <==
# physical design summary
export IMPL_status="finished clean"
export IMPL_cts_sinks=16
export IMPL_relSlewSlack=0.5798
export IMPL_async_flop_share=0
export IMPL_setup_viol=0
export IMPL_port_buffers=18
export IMPL_rows=37
export IMPL_cts_made_buffers=3
export IMPL_wl_per_cell_um=12.90
export IMPL_grt_pass1_vias=2446
export IMPL_worst_pin_slew_ns=0.6237
export IMPL_area_growth_pct=25.03
export IMPL_n_antenna_cell=0
export IMPL_dieArea_mm2=0.01513
export IMPL_die_w_um=123
export IMPL_antenna_found_initial=0
export IMPL_top_layer="met4"
export IMPL_yosysUniqueCellTypes=75
export IMPL_path_clk_slew_ns=0.05
export IMPL_core_mm2=0.01032
export IMPL_drv_slew=0
export IMPL_setup_tns_ns=0
export IMPL_grt_pass1_wl_mm=11.47
export IMPL_hpwl_mm=5.197
export IMPL_drive_gt1_frac=0.1984
export IMPL_final_cells=514
export IMPL_pin_count=20
export IMPL_crit_path_end_kind="flip-flop"
export IMPL_period_minus_slack_ns=6.988
export IMPL_gp_congestion=0.9184
export IMPL_cts_max_path_buffers=2
export IMPL_syn_area_per_cell_um2=7.302
export IMPL_drt_initial_drc_count=141
export IMPL_power_mw=0.6738
export IMPL_powerDensity_mw_per_mm2=216.5
export IMPL_cts_tree="yes"
export IMPL_first_pass_iters=4
export IMPL_grt_max_degree=18
export IMPL_fp_utilization=0.2412
export IMPL_yosys_warnings=1
export IMPL_drcViolationCount=0
export IMPL_route_met2_wl_mm=3.093
export IMPL_worstSetupPathType="input pin to flip-flop"
export IMPL_finClkSkew_ns=0.0004289
export IMPL_post_dp_cell_area_mm2=0.003017
export IMPL_cp_max_fo=6
export IMPL_synth_area_mm2=0.002490
export IMPL_numSynthFlops=16
export IMPL_design_area_mm2=0.003113
export IMPL_vias_per_cell=5.222
export IMPL_overflow=0
export IMPL_drv_cap=0
export IMPL_openroad_warnings=28
export IMPL_layout_setup_ws_ns=0.4116
export IMPL_lay_top_count="buf_4"
export IMPL_ys_cells=341
export IMPL_layout_top_cells="buf_4, nand2_1, nor2_1"
export IMPL_hold_ws_ns=0.5051
export IMPL_ant_nets=0
export IMPL_vias=2684
export IMPL_track_usage=0.08776
export IMPL_fmax_ghz=0.1431
export IMPL_insertion_delay_ns=0.24
export IMPL_place_inst=510
export IMPL_final_fill_count=1061
export IMPL_die_h_um=123
export IMPL_fin_util=0.3015
export IMPL_synth_cells=341
export IMPL_synth_edff_count=8
export IMPL_flop_cell="edfxtp_1"
export IMPL_critPathArrivalTime_ns=7.11
export IMPL_hp_class="flip-flop to flip-flop"
export IMPL_required_ns=7.53
export IMPL_ir_drop_v=0.00009857
export IMPL_period_used=0.9444
export IMPL_root_buffer="clkbuf_8"
export IMPL_wl_met1_mm=3.137
export IMPL_crit_path_start_kind="input pin"
export IMPL_hold_viol=0
export IMPL_wl_mm=6.632
export IMPL_htreeDepth=1
export IMPL_ys_seq_share=0.1608
export IMPL_leakagePower_nw=1.207
export IMPL_yosysChipArea_mm2=0.002490
export IMPL_wl_met3_um=284
export IMPL_rsz0062_at_grt="false"
export IMPL_dp_slack_ns=-0.0009623
==> kinds of logic after synthesis <==
family,share of synthesized area
AND/OR/NAND/NOR,0.2854
AND-OR/OR-AND,0.3678
buffers and inverters,0.06181
flip-flops,0.1608
XOR/XNOR,0.04573
adder cells (fa/ha/maj),0.05779
multiplexers,0.02060
==> where the power goes <==
group          switching, mW  total, mW  internal, mW
clock                 0.0237     0.0596        0.0359
sequential            0.0158      0.163         0.147
combinational          0.226      0.451         0.225
total                  0.265      0.674         0.409
==> synthesized netlist by cell type (all sizes together), types with 8 or more instances <==
library cell,number,area (um^2)
ha,9,112.6
a21oi,23,130.1
o22ai,9,56.30
xnor2,11,96.34
buf,10,56.31
clkbuf,12,45.04
nor2b,8,50.05
nor3,11,60.06
inv,13,48.80
nor2,26,100.1
dfxtp,8,160.2
a21o,9,75.07
nand3,9,45.04
o21ai,30,161.4
or3,10,67.56
edfxtp,8,240.2
nand2,29,108.9
==> routing by layer <==
metal	global-route usage	up-vias
li1	-	1368
met3	0.006013	8
met4	0.01674	0
met1	0.1245	1246
met5	0	-
met2	0.1452	62
==> repair_timing <==
item / CTS / global route
endpoints found under the hold margin: 0 / 0
resized: 0 / 11
hold buffers: 0 / 0
setup endpoints to repair: 0 / 3
buffers inserted: 0 / 1
==> area by class of cell <==
class,count,area (um^2),share of cell area
multi-input cells,289,1979,0.6359
repair buffers,56,469.2,0.1507
flip-flops and latches,16,400.4,0.1286
well taps,136,170.2,0.05466
inverters,14,52.55,0.01688
clock buffers,3,41.29,0.01326
==> flip-flops by register name (all words and copies together), names as in the netlist <==
name,count
value,8
dozens,4
units,4
==> worst paths after layout <==
kind	from	endpoint	slack [ns]	cells past startpoint
setup reg to reg	dozens[2]	value[4]	6.20	1
hold / removal	dozens[0]	value[4]	0.51	1
setup / recovery	some_value[8]	dozens[2]	0.41	26
hold reg to reg	dozens[0]	value[4]	0.51	1
==> critical path, stage by stage <==
cell	delay, ns
clkdlybuf4s50_1	0.42
or2_4	0.27
ha_1	0.30
and2b_1	0.24
maj3_1	0.36
a21o_1	0.21
a21o_1	0.19
nor4_2	0.31
o22ai_1	0.13
or2_1	0.26
inv_2	0.10
nand4_1	0.13
or4b_4	0.53
nor4_4	0.18
o21ai_1	0.11
ha_1	0.24
o21ai_0	0.15
o21ai_0	0.13
o21a_1	0.13
o22ai_1	0.16
a21oi_2	0.10
or3_1	0.37
o211ai_1	0.10
a32o_1	0.24
nand2_1	0.11
mux2i_1	0.13
Power is estimated from default activity; no workload was simulated.
